File: design/flow/run.sh
#!/bin/bash
# OpenROAD 26Q1-2900-gdf79404cd8, Yosys 0.63+post, stock flow scripts
make -C /OpenROAD-flow-scripts/flow DESIGN_CONFIG=/design/flow/config.mk WORK_HOME=/design/flow/orfs finish
File: design/flow/config.mk
export PLATFORM = sky130hd
export DESIGN_NAME = check_flow
export DESIGN_NICKNAME = check_flow
export VERILOG_FILES = /design/flow/design.v
export SDC_FILE = /design/flow/constraint.sdc
export NUM_CORES = 4
export LEC_CHECK = 1
export CORE_AREA = 10 10 70 70
export DIE_AREA = 0 0 80 80
File: design/flow/constraint.sdc
current_design check_flow

set clk_period 1.0
set clk_io_pct 0.2

create_clock -name clk0 -period $clk_period [get_ports {checkflow_clk}]

set non_clock_inputs [all_inputs -no_clocks]
set_input_delay [expr $clk_period * $clk_io_pct] -clock clk0 $non_clock_inputs
set_output_delay [expr $clk_period * $clk_io_pct] -clock clk0 [all_outputs]
File: design/flow/design.v
module check_flow (
    input           checkflow_clk,
    input           checkflow_reset_n,
    input   [7:0]   checkflow_counter_last_value,
    input   [7:0]   checkflow_counter_value,
    input   [1:0]   checkflow_clear_flag,
    input           checkflow_tcr_load,
    input           checkflow_tcr_up_down,
    output  reg     checkflow_ovf_flag,
    output  reg     checkflow_udf_flag
);
always @(posedge checkflow_clk or negedge checkflow_reset_n) begin
    if (~checkflow_reset_n) begin
        checkflow_ovf_flag <= 1'b0;
    end
    else begin
        if(checkflow_clear_flag[0]) begin
            checkflow_ovf_flag <= 1'b0;
        end
        if (checkflow_counter_last_value == 8'hFF 
            && checkflow_counter_value == 8'h00 
            && ~checkflow_tcr_load
            && ~checkflow_tcr_up_down) begin
                checkflow_ovf_flag <= 1'b1;
            end
        else begin
            checkflow_ovf_flag <= 1'b0;
        end
    end
end
always @(posedge checkflow_clk or negedge checkflow_reset_n) begin
    if (~checkflow_reset_n) begin
        checkflow_udf_flag <= 1'b0;
    end
    else begin
        if(checkflow_clear_flag[1]) begin
            checkflow_udf_flag <= 1'b0;
        end
        if (checkflow_counter_last_value == 8'h00
            && checkflow_counter_value == 8'hFF
            && ~checkflow_tcr_load
            && checkflow_tcr_up_down) begin
                checkflow_udf_flag <= 1'b1;
            end
        else begin
            checkflow_udf_flag <= 1'b0;
        end
    end
end
endmodule
==> results_slide.txt <==
Key Metrics from the Run

Flow run
  – Max Cap Viol: 0
  – OpenROAD warnings: 27

Global routing
  – Largest net degree at the start of global routing: 3
  – First-pass GRT wire length: about 1500 µm
  – Total track usage: 3.10%
  – Antenna violations before repair: 0
  – Met2 GRT Util: 4.01%
  – GR peak layer: met2
  – Vias in the first global route: between 200 and 300
  – M1 GR Usage: roughly 3.7%
  – GRT overflow: 0
  – GR Util met3: approximately 3.3%

Placement
  – DP Wirelength: 856 µm
  – Gpl congestion: ~0.76
  – Placed Cells: 82
  – Port bufs: 21
  – Place WS: -0.417 ns

Hold path
  – Hold WC Path Type: in -> async

Setup path
  – Startpoint types: flip-flop
  – Bufs and invs on worst path: 1
  – Slowest-stage cell, CP: dfrtp_1
  – Setup CP Type: reg -> out
  – Critical-path cell list: clkdlybuf4s15_1
  – CP endpoint kind: output pin
  – CP max stage delay: around 0.36 ns
  – Critical path's top delay family: flip-flops
  – CP Max Fanout: 1
  – CP arrival: about 0.77 ns
  – Crit path DRT: about 0.80 ns

Route
  – Via count: 236
  – Avg WL per Cell: around 12 µm
  – DRT antenna net count: 0
  – Final WL: ~980 µm
  – ANT cells: 0
  – DR iter-0 viols: 4
  – DRT Pass-1 Iters: 4
  – Residual DRC: 0
  – Avg Vias per Cell: 2.78

Timing
  – Final setup viols: 0
  – Rel. slew slack: between 80 and 90%
  – Endpoints failing hold: 0
  – Final WS setup: roughly 0.034 ns
  – Tmin final: between 0.9 and 1 ns
  – Fin. max-slew vios: 0
  – Tcrit/Tclk final: around 97%
  – Slew @ Worst Pin: a little over 0.2 ns
  – F_max: a little over 1000 MHz
  – Fin Hold WS: 0.143 ns

Yosys
  – Mean Syn Cell Area: 9.76 µm²
  – #FFs+latches synth: 2
  – Synth Warn #: 1
  – Yosys cell count: 15
  – Yosys chip area: roughly 150 µm²
  – Sequential share of the synthesized area: about a third
  – Cell Type Count: 11
  – Syn Inst Count: 15
  – Mapped cell area: between 100 and 150 µm²

Floorplanning
  – Die area: 6400 µm²
  – IO Pins: 24
  – Die width: about 80 µm
  – Core Util at FP: between 4 and 5%
  – Core ar.: 3420 µm²
  – # rows: 21
  – Chip height: 80 µm

Pwr
  – Psw: about 84 µW
  – Clock power frac: about half
  – Int Power: ~270 µW
  – Power per cell area: ~740 nW/µm²
  – Flop pwr share: a little under a quarter
  – Gate power share: about a quarter
  – Peak supply drop: 0.329 mV
  – Leakage: between 0.0002 and 0.00025 µW
  – Design Power: 354 µW
  – Switching Fraction: roughly a quarter

Clocking
  – Total CTS buffers: 3
  – CTS Root Cell: clkbuf_4
  – Clock sinks: 2
  – Clock Pin Slew Worst Setup and Hold Paths: about 0.03 ns
  – H-tree depth: 1
  – Hold buffer count at cts: 0
  – CTS tree: yes
  – Clk buf depth: 2

Finish
  – Reg area: between 50 and 60 µm²
  – Area growth syn-to-layout: 228%
  – Most instantiated logic cell after routing: clkdlybuf4s15_1
  – Logic area: around 150 µm²
  – Fin util: 14.1%
  – Fill count: slightly above 400
  – Most frequent cells in the layout: clkdlybuf4s15_1, dlymetal6s2s_1, dlygate4sd2_1
  – Final std cells w/o fill: 85
  – Layout cells sized above 1: around 36%

Run status
  – Status: complete, no violations
==> per-stage QoR <==
step | setup TNS, ns | instance area (µm²)
floorplan | 0 | 146
global placement | -0.771 | 414
detailed placement | -0.799 | 414
CTS | 0 | 433
global route | -0.000298 | 480
finish | 0 | 480
==> layer usage <==
| metal | vias up | share of wire (%) |
|---|---|---|
| met4 | 0 | 0 |
| met5 | - | 0 |
| met2 | 14 | 41 |
| met3 | 0 | 17 |
| li1 | 115 | - |
| met1 | 107 | 43 |
==> synthesized netlist by cell type (all sizes together) <==
| cell type | count | area (µm²) |
|---|---|---|
| nor4b | 1 | 8.76 |
| nand4b | 3 | 26.3 |
| dfrtp | 2 | 50.1 |
| nand4 | 1 | 6.26 |
| or3 | 1 | 6.26 |
| nand3 | 1 | 5.00 |
| or4b | 1 | 10.0 |
| nor3 | 1 | 5.00 |
| nor4 | 3 | 25.0 |
| nand2 | 1 | 3.75 |
==> registers in the layout, summed over array words and instances, names as in the netlist <==
signal / cells
checkflow_ovf_flag: 1
checkflow_udf_flag: 1
==> what timing repair did <==
item	4_1_cts	5_1_grt
setup buffers	0	0
endpoints found under the setup margin	4	2
gates resized	30	15
pin swaps	9	6
==> power groups by stage <==
| stage | Combinational (µW) | Clock, µW | Sequential (µW) |
|---|---|---|---|
| CTS | 83.1 | 192 | 81.5 |
| global route | 94.5 | 199 | 81.5 |
| finish | 88.8 | 183 | 81.5 |
==> cell type report <==
type / count / share of cell area, %
Clock buffer: 3 / 4.69
Multi-Input combinational cell: 13 / 31.8
Sequential cell: 2 / 10.4
Tap cell: 46 / 12.0
Timing Repair Buffer: 21 / 41.1
==> worst max path at each step <==
stage	depth (start not counted)	end	start	slack (ns)
CTS	3	checkflow_ovf_flag$_DFF_PN0_	checkflow_counter_value[4]	0.002
global route	4	checkflow_ovf_flag$_DFF_PN0_	checkflow_counter_last_value[5]	-0.0003
finish	1	checkflow_udf_flag	checkflow_udf_flag$_DFF_PN0_	0.03
==> kinds of logic after synthesis <==
kind of cell / share of synthesized area (%)
simple gates: 65.8
flops: 34.2
Power figures rest on the tool's default switching activity, not on a simulated workload.
